===== ./design.v =====
module demo1( 
       input sys_clk,
       input rst,
       output [3:0] led
 );
    reg [15:0] period_cnt;
    reg [15:0] duty_cycle;
    reg flag;
    assign led[0] = (period_cnt >= duty_cycle)? 1'b1 : 1'b0;
    assign led[1] = (period_cnt >= duty_cycle)? 1'b1 : 1'b0;
    assign led[2] = (period_cnt >= duty_cycle)? 1'b1 : 1'b0;
    assign led[3] = (period_cnt >= duty_cycle)? 1'b1 : 1'b0;
    always @(posedge sys_clk or negedge rst) begin
        if(!rst)
            period_cnt <= 16'd0;
        else if(period_cnt == 16'd50000)
            period_cnt <= 16'd0;
        else
            period_cnt <= period_cnt + 1'b1 ;
    end
    always @(posedge sys_clk or negedge rst) begin
        if(!rst)begin
            duty_cycle <= 16'd0;
            flag <= 1'b0;
        end
        else begin
            if (period_cnt == 16'd50000 )begin
                if(flag == 1'b0)begin
                    if(duty_cycle == 16'd50000)
                        flag <= 1'b1;
                    else
                        duty_cycle =duty_cycle + 16'd25;
                end
                else begin
                    if (duty_cycle == 16'd0)
                        flag <= 1'b0;
                    else
                        duty_cycle =duty_cycle - 16'd25;
                end
            end
        end
    end
endmodule

===== ./run.sh =====
#!/bin/bash
# OpenROAD 26Q1-2900-gdf79404cd8, Yosys 0.63+post, stock flow scripts
make -C /OpenROAD-flow-scripts/flow DESIGN_CONFIG=/design/flow/config.mk WORK_HOME=/design/flow/orfs finish

===== ./config.mk =====
export PLATFORM = sky130hd
export DESIGN_NAME = demo1
export DESIGN_NICKNAME = demo1
export VERILOG_FILES = /design/flow/design.v
export SDC_FILE = /design/flow/constraint.sdc
export NUM_CORES = 4
export LEC_CHECK = 1
export CORE_UTILIZATION = 40

===== ./constraint.sdc =====
current_design demo1

set clk_period 4.8
set clk_io_pct 0.2

create_clock -name clk0 -period $clk_period [get_ports {sys_clk}]

set non_clock_inputs [all_inputs -no_clocks]
set_input_delay [expr $clk_period * $clk_io_pct] -clock clk0 $non_clock_inputs
set_output_delay [expr $clk_period * $clk_io_pct] -clock clk0 [all_outputs]

==> COMMIT_EDITMSG <==
Store results of the implementation flow

- Setup TNS Final: 0 ns
- The final timing report counts setup violations totalling 0.
- The critical path maximum fanout is 5.
- Per the TritonCTS log, the buffer count is 5.
* Clock tree root buffer cell: sky130_fd_sc_hd__clkbuf_8
- Worst Max-Slew Pin Slew: 0.716 ns
- Cells after Synth: 282
- At the worst endpoint, the arrival time is 2.62 ns.
* Async SR Flop Fraction: 100%
- Input/output buffers: 5
- In the final report, the number of hold violations comes to 0.
- STA puts the critical path data required time at 3.84 ns.
* Layout overhead on the synthesized area: 7.76%
- DRT iter0 DRCs: 35
- Share of post-route cells with drive strength above 1: 8.62%
- Largest clock skew in the final design: 0.00710 ns
* Hold buffer count at CTS: 0
* Dominant flop cell: sky130_fd_sc_hd__dfrtp_1
- Detailed placement ended at an HPWL of 3.86 mm.
- Per the Yosys statistics, synthesis produced 282 cells.
- Max-slew violation total from the final report: 0
- After Yosys synthesis, full adders, half adders and majority gates account for 16.2% of the synthesized area.
- Looking at the post-CTS report, the setup buffer insertion count equals 0.
- Yosys reports the multiplexer fraction of the synthesized area as 0.820%.
* CTS sink cnt: 33
* Core utilization at floorplan: 42.6%
- Dividing the detail-routed wire length by the instance count gives 13.9 um.
- After its last routability iteration, the placer logged a weighted congestion of 0.835.
* Sort of element at the end of the critical path: output pin
- The commonest cells after synthesis are 33 x sky130_fd_sc_hd__dfrtp_1, 33 x sky130_fd_sc_hd__nand2_1, 32 x sky130_fd_sc_hd__ha_1.
- The warning tally printed by Yosys for this design is 1.
- According to the report, the first pass of detailed routing completed in 4 iterations.
- CTS-repair resized insts: 0
- Across the run, the number of max-cap violations was 0.
* Static Leak: 0.00128 uW
* Maximum clock insertion buffer count: 2
* Simple share: 17.8%
- Max transition margin: 52.3%
* Dominant cell area share: 31.8%
- STA classifies the critical path startpoint as a register.
* Wire length of the first global-routing pass: 8.79 mm
* Antenna violations before repair: 0
- Clock period minus final worst setup slack: 3.58 ns
- Placement Rows: 28
- Post-synthesis cell area: 2590 um2
* Worst Path Class, Setup: reg2out
* I/O pin count: 6
- After synthesis, the netlist uses 50 different library cells.
* Top comb family, area: AND-OR/OR-AND gates
- The core region is 6100 um2.
- Cells fill 45.9% of the core in the end.
* Die y size: 82.5 um
- Looking at the VDD voltage map, the peak drop is 211 uV.
- Entering global routing, the biggest net connects 34 pins.
* Vias post-DR: 1965
- Vias in the first global route: 1847
* Post-synthesis cell type with the largest combined area: sky130_fd_sc_hd__dfrtp_1
* Clock tree from TritonCTS: yes
- Antenna diode count: 0
- Area share of xor/xnor cells in the synthesized design: 9.45%
* Total congestion overflow: 0
- For this run, design rule violations remaining after detail routing come to 0.
- The cell-mix breakdown from Yosys lists the compound-gate area share as 18.0%.
- For reference, the clock transition at the flip-flops on the worst setup and hold paths is 0.07 ns.
- For this block, the routed nets add up to 5.08 mm of wire.
* Peak clock frequency supported by timing: 279 MHz
- The chip occupies 6810 um2.
- The flow ran to the end, and the final reports show no timing, DRC or antenna violations.
- Setup repair after global routing missed its margin: false
* Die Width: 82.5 um
- In this run the remaining antenna-violating nets after routing total 0.
- Number of synthesized flops with an enable pin: 0
- Number of logged tool warnings: 26
* Later-pin clock latency in the skew report: 0.28 ns
- Tot GR Track Use: 17.1%
- Worst min path class: reg2reg
- CTS HTree Levels: 2
* Synth Register Bits: 33
- The worst path uses 74.6% of the clock period.
- After detailed routing, the number of vias per cell comes to 5.38.
- For this run, the chip area from Yosys synthesis comes to 2590 um2.
- Averaged over all synthesized cells, the footprint is 9.20 um2.
- For reference, the top cells by area after synthesis are sky130_fd_sc_hd__dfrtp_1 32%, sky130_fd_sc_hd__ha_1 15%, sky130_fd_sc_hd__xor2_1 5.1%.
* Cell Pwr Density: 199 nW/um2
- Register area share after synthesis: 31.8%
## worst max-delay path, cell delays in order, from the launching register on
cell,delay [ns]
sky130_fd_sc_hd__dfrtp_1,0.52
sky130_fd_sc_hd__ha_1,0.29
sky130_fd_sc_hd__nand2b_1,0.14
sky130_fd_sc_hd__a21o_1,0.17
sky130_fd_sc_hd__a21o_1,0.17
sky130_fd_sc_hd__a211oi_1,0.24
sky130_fd_sc_hd__o21a_1,0.18
sky130_fd_sc_hd__o21ai_0,0.18
sky130_fd_sc_hd__clkdlybuf4s50_1,0.46
## layout make-up
| type | instances | area, um2 |
|---|---|---|
| inverter | 21 | 78.8 |
| timing repair buffer | 7 | 65.1 |
| sequential | 33 | 826 |
| clock inverter | 1 | 30.0 |
| fill | 591 | 3300 |
| clock buffer | 7 | 86.3 |
| tap | 75 | 93.8 |
| multi-input combinational | 221 | 1620 |
## logic make-up (layout without fill, tap and decap cells)
logic type | Yosys count | count (layout)
buffers and inverters | 28 | 36
adder cells (fa/ha/maj) | 33 | 33
AND-OR/OR-AND | 65 | 65
XOR/XNOR | 28 | 28
AND/OR/NAND/NOR | 93 | 93
flip-flops | 33 | 33
multiplexers | 2 | 2
## where the power goes
group	internal, uW	switching [uW]
clock network	169	102
registers	278	0
logic	1.24	5.33
## flip-flops by register name (all words and copies together), names as in the netlist
signal,cells
duty_cycle,16
period_cnt,16
flag,1
## final timing paths
check	from	end	slack (ns)	cells past startpoint
max in group asynchronous	rst	duty_cycle[12]	3.42	2
worst min register to register	duty_cycle[13]	duty_cycle[13]	0.53	2
worst min-delay path	duty_cycle[13]	duty_cycle[13]	0.53	2
worst max-delay path	duty_cycle[0]	led[1]	1.22	8
min in group asynchronous	rst	period_cnt[4]	1.08	2
worst max register to register	flag	duty_cycle[15]	1.95	8
## metal layers
layer  wire, um  track usage, %  vias up
li1           -               -     1025
met1       2710            26.9      910
met2       2130            25.6       21
met3        128            2.34        9
met4        111            3.10        0
met5          0               0        -
## layout by cell type, fill, tap and decap left out, types with 2 or more instances in the layout
cell / Yosys / final
sky130_fd_sc_hd__nand2_1: 33 / 33
sky130_fd_sc_hd__dfrtp_1: 33 / 33
sky130_fd_sc_hd__ha_1: 32 / 32
sky130_fd_sc_hd__inv_1: 21 / 21
sky130_fd_sc_hd__nor2_1: 19 / 19
sky130_fd_sc_hd__o21ai_0: 16 / 16
sky130_fd_sc_hd__xor2_1: 15 / 15
sky130_fd_sc_hd__a21oi_1: 14 / 14
sky130_fd_sc_hd__xnor2_1: 13 / 13
sky130_fd_sc_hd__nand3_1: 10 / 10
sky130_fd_sc_hd__a21o_1: 8 / 8
sky130_fd_sc_hd__nand4_1: 7 / 7
sky130_fd_sc_hd__clkbuf_8: 0 / 6
sky130_fd_sc_hd__clkdlybuf4s50_1: 0 / 5
sky130_fd_sc_hd__nor4_1: 4 / 4
sky130_fd_sc_hd__nor3_1: 4 / 4
sky130_fd_sc_hd__and3_1: 4 / 4
sky130_fd_sc_hd__a31oi_1: 4 / 4
sky130_fd_sc_hd__o21ai_2: 4 / 4
sky130_fd_sc_hd__and4_1: 2 / 2
sky130_fd_sc_hd__nand3_2: 2 / 2
sky130_fd_sc_hd__a211oi_1: 2 / 2
sky130_fd_sc_hd__or4_1: 2 / 2
sky130_fd_sc_hd__a211o_1: 2 / 2
sky130_fd_sc_hd__o211ai_1: 2 / 2
sky130_fd_sc_hd__buf_4: 3 / 2
## per-stage QoR
stage	std cells	hold slack (ns)	setup slack, ns	power, uW	cell area, um2
final	365	0.528	1.22	556	2800
after global routing	365	0.548	0.952	578	2800
after CTS	365	0.527	1.18	564	2800
after detailed placement	357	0.512	1.52	290	2680
after global placement	357	0.520	1.58	290	2680
after floorplan	282	0.474	2.05	283	2590
Power and IR drop assume default switching activity.
