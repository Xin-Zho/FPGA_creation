<file path="flow/run.sh">
#!/bin/bash
# OpenROAD 26Q1-2900-gdf79404cd8, Yosys 0.63+post, stock flow scripts
make -C /OpenROAD-flow-scripts/flow DESIGN_CONFIG=/design/flow/config.mk WORK_HOME=/design/flow/orfs finish
</file>
<file path="flow/config.mk">
export PLATFORM = sky130hd
export DESIGN_NAME = demo2
export DESIGN_NICKNAME = demo2
export VERILOG_FILES = /design/flow/design.v
export SDC_FILE = /design/flow/constraint.sdc
export NUM_CORES = 4
export LEC_CHECK = 1
export CORE_AREA = 10 10 110 110
export DIE_AREA = 0 0 120 120
</file>
<file path="flow/constraint.sdc">
current_design demo2

set clk_period 6.0
set clk_io_pct 0.2

create_clock -name clk0 -period $clk_period [get_ports {sys_clk}]

set non_clock_inputs [all_inputs -no_clocks]
set_input_delay [expr $clk_period * $clk_io_pct] -clock clk0 $non_clock_inputs
set_output_delay [expr $clk_period * $clk_io_pct] -clock clk0 [all_outputs]
</file>
<file path="flow/design.v">
module demo2( 
    input sys_clk ,
    input sys_rst ,
    input [3:0] key,
    output reg [3:0] led
);
    reg [23:0] cnt; 
    reg [1:0] led_state; 
    always@(posedge sys_clk or negedge sys_rst)begin
         if(!sys_rst)
            cnt <= 24'd0;
         else if (cnt < 24'd9_999_999) 
            cnt <= 1'b1 + cnt;
         else
            cnt <= 24'd0;  
    end
    always@(posedge sys_clk or negedge sys_rst)begin
        if(!sys_rst)
            led_state <= 2'b00;
        else if (cnt == 24'd9_999_999) 
            led_state <= led_state + 1'b1;
        else
            led_state <= led_state;
    end
    always@(posedge sys_clk or negedge sys_rst)begin
        if(!sys_rst)
            led[3:0] <= 4'b0000;
        else if(key[0]==0)
            case(led_state)
                2'b00   :led[3:0] <= 4'b1000;
                2'b01   :led[3:0] <= 4'b0100;
                2'b10   :led[3:0] <= 4'b0010;
                2'b11   :led[3:0] <= 4'b0001;
                default :led[3:0] <= 4'b0000;
            endcase
        else if(key[1]==0)
            case(led_state)
                2'b00   :led[3:0] <= 4'b0001;
                2'b01   :led[3:0] <= 4'b0010;
                2'b10   :led[3:0] <= 4'b0100;
                2'b11   :led[3:0] <= 4'b1000;
                default :led[3:0] <= 4'b0000;
            endcase
        else if(key[2]==0)
            case(led_state)
                2'b00   :led[3:0] <= 4'b1111;
                2'b01   :led[3:0] <= 4'b0000;
                2'b10   :led[3:0] <= 4'b1111;
                2'b11   :led[3:0] <= 4'b0000;
                default :led[3:0] <= 4'b0000;
            endcase
        else if(key[3]==0)
            led[3:0] <= 4'b1111;
        else
            led <= 4'b0000;
    end
endmodule
</file>
==> run notes <==
run results: run status=finished clean, number of cells on the critical path=1, total power per unit cell area=203 mW/mm^2, tool warnings=29, wire length on met2=1090 um, signal arrival time at the worst endpoint=1.06 ns, total die size=0.0144 mm^2, met1 wire length=1470 um, Post-Place Worst Slack=3.67 ns, die width=120 um, post-DR wirelength/cell=9.37 um, antenna violations before repair=0, RD Place Congestion=0.802, H-tree Lvls=2, Worst path slowest cell=clkdlybuf4s50_1, Max Buffers Root-to-Sink=2, Via-to-Cell Ratio=3.65, cell family with most CP delay=buffers and inverters, TNS Setup=0 ns, worst r2r dst=cnt[18], YS chip area=0.00156 mm^2, post-synthesis instance total=148, vias post-DR=1087, Netlist Area Pre-Place=0.00156 mm^2, WHS=0.500 ns, row cnt=36, Final HPWL DP=1880 um, leak pwr=0.810 nW, CP Buf/Inv Count=1, first-pass GRT wire length=5180 um, Hold Crit Class=reg -> reg, Fin Clk Skew=0.00426 ns, synthesis-stage register bit count=30, setup repair bufs after CTS=0, CTS sink count=30, CTS root buf=clkbuf_8, Worst Max-Slew Pin Slew=0.495 ns, final max-slew violation count=0, Crit Path Category=reg -> out, number of max-cap violations=0, global route overflow=0, placed inst area=0.00181 mm^2, DR top layer=met4, R2R cell count=6, cts repair resizes=0, final WL=2790 um, cells in synth_stat.txt=148, share of cells above drive strength 1=0.0970, # IOs=10, largest net degree at the start of global routing=31, Reg2Reg Launch Point=cnt[0], worst setup path start=led[2], Worst setup SP type=flip-flop, Tcrit/Tclk final=0.377, count of different cell masters after synthesis=30, CP max FO=1, die height=120 um, crit path cell chain=clkdlybuf4s50_1, Setup-failing EPs final=0, Fin. Hold Viols=0, Critical path destination=led[2], TritonCTS clock tree=built, VDD IR-drop max=0.0711 mV, fin crit period=2.26 ns, ant diodes=0, DRC=0, CTS Hold Bufs=0, number of synthesis warnings=1, clk slew on worst S/H paths=0.07 ns, Area Growth Syn to Fin=22.3%, Core Area=0.00977 mm^2, clk latency of the worst-skew pair=0.28 ns, first drt pass iteration count=4, FP Util=0.159, fin area=0.00191 mm^2, RSZ-0062 raised after global routing=no, final worst setup slack=3.74 ns, highest cell delay on the worst timing path=0.46 ns, critical path data required time=4.80 ns, Synth Seq Share=0.482, CP endpoint kind=primary output, gr usage total=0.0420, Avg Cell Area, Syn=10.5 um^2, TritonCTS Buffers=5, highest clock rate=0.442 GHz, initial DRC count=68, met3 wire len=205 um, FF-to-FF setup slack=4.10 ns, buffers added on ports=9, relative max-transition margin=0.667, Routed Antenna Nets=0, number of global-route vias before repair=1105
## cell usage in the layout (no fill, tap or decap), drive strengths merged, types with 2 or more instances in the layout
| cell type | count |
|---|---|
| a21oi | 2 |
| and3 | 3 |
| clkbuf | 6 |
| clkdlybuf4s50 | 9 |
| dfrtp | 30 |
| ha | 6 |
| inv | 2 |
| nand2 | 10 |
| nand3 | 9 |
| nand4 | 7 |
| nor2 | 28 |
| nor2b | 5 |
| nor3 | 5 |
| nor4 | 4 |
| o22a | 4 |
| xnor2 | 11 |
| xor2 | 12 |
## routing by layer
metal / GRT usage / up-vias
met1: 0.0588 / 522
met4: 0.00528 / 0
met3: 0.0205 / 4
met2: 0.0588 / 15
li1: - / 546
met5: 0 / -
## kinds of logic after synthesis
family | Yosys count | share of synthesized area
xor+xnor | 23 | 0.129
fa+ha+maj | 6 | 0.0482
compound gates | 10 | 0.0514
mux | 1 | 0.00723
flops | 30 | 0.482
buf+inv | 3 | 0.0120
simple gates | 75 | 0.270
## cell usage after synthesis
master	number	area, um^2
mux2_1	1	11.3
inv_1	2	7.51
nand4_1	6	37.5
dfrtp_1	30	751
nand2_4	1	11.3
xor2_1	12	105
nand4_2	1	12.5
nor2_1	28	105
nor4bb_1	1	10.0
o311a_1	1	10.0
nand4b_1	1	8.76
and3_1	3	18.8
nand2_1	9	33.8
a21oi_2	1	8.76
buf_6	1	11.3
a21oi_1	1	5.00
or3_4	1	11.3
nor4_4	2	42.5
o31a_1	1	8.76
nor3_1	5	25.0
o21ai_0	1	5.00
o211ai_1	1	7.51
nand3_1	9	45.0
ha_1	6	75.1
xnor2_1	11	96.3
nor4_2	1	12.5
nor2b_1	5	31.3
o22a_1	4	35.0
and4_1	1	8.76
nor4_1	1	6.26
## where the power goes
part / switching [mW] / internal, mW / total [mW]
Clock: 0.0769 / 0.0920 / 0.169
Combinational: 0.00644 / 0.00795 / 0.0144
Sequential: 0.000359 / 0.204 / 0.204
Total: 0.0837 / 0.304 / 0.388
## final cells by class
cell class | instances | area [um^2]
flip-flops and latches | 30 | 751
fillers | 1069 | 7870
well taps | 133 | 166
multi-input cells | 115 | 788
repair buffers | 10 | 97.6
inverters | 2 | 7.51
clock inverters | 2 | 12.5
clock buffers | 6 | 82.6
## worst min path at each step
| stage | slack (ns) | startpoint | depth (start not counted) | end |
|---|---|---|---|---|
| 4_1_cts | 0.51 | cnt[0] | 1 | cnt[0] |
| 5_1_grt | 0.52 | cnt[0] | 1 | cnt[0] |
| 6_report | 0.50 | cnt[0] | 1 | cnt[0] |
## state kept, by name, summed over array words and instances (netlist names)
name,count
cnt,24
led_state,2
led,4
## per-stage QoR
step	util	power (mW)	instances
6_report	0.195	0.388	298
3_5_place_dp	0.185	0.223	290
2_1_floorplan	-	0.211	148
4_1_cts	0.195	0.394	298
3_3_place_gp	0.185	0.223	290
5_1_grt	0.195	0.410	298
Power is estimated from default activity; no workload was simulated.
